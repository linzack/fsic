`flow/run.sh`:
```
#!/bin/bash
# OpenROAD 26Q1-2900-gdf79404cd8, Yosys 0.63+post, stock flow scripts
make -C /OpenROAD-flow-scripts/flow DESIGN_CONFIG=/design/flow/config.mk WORK_HOME=/design/flow/orfs finish
```
`flow/config.mk`:
```
export PLATFORM = sky130hd
export DESIGN_NAME = axilite_slave
export DESIGN_NICKNAME = axilite_slave
export VERILOG_FILES = /design/flow/design.v
export SDC_FILE = /design/flow/constraint.sdc
export NUM_CORES = 4
export LEC_CHECK = 1
export CORE_UTILIZATION = 50
```
`flow/constraint.sdc`:
```
current_design axilite_slave

set clk_period 4.9
set clk_io_pct 0.2

create_clock -name clk0 -period $clk_period [get_ports {axi_aclk}]

set non_clock_inputs [all_inputs -no_clocks]
set_input_delay [expr $clk_period * $clk_io_pct] -clock clk0 $non_clock_inputs
set_output_delay [expr $clk_period * $clk_io_pct] -clock clk0 [all_outputs]
```
`flow/design.v`:
```
module axilite_slave(
    input axi_aclk,
    input axi_aresetn,
    output logic axi_awready,
    output logic axi_wready,
    output logic axi_arready,
    output logic axi_rvalid,
    output logic [31:0] axi_rdata,
    input axi_awvalid,
    input [11:0] axi_awaddr,
    input axi_wvalid,
    input [31:0] axi_wdata,
    input [3:0] axi_wstrb,
    input axi_arvalid,
    input [11:0] axi_araddr,
    input axi_rready,
    output logic bk_wstart,
    output logic [11:0] bk_waddr,
    output logic [31:0] bk_wdata,
    output logic [3:0]  bk_wstrb,
    output logic bk_rstart,
    output logic [11:0] bk_raddr,
    input [31:0] bk_rdata,
    input bk_rdone
);
    logic [11:0] cache_waddr, cache_raddr;
    logic [31:0] cache_wdata, cache_rdata;
    logic [3:0]  cache_strb;
    logic cache_wstart, cache_rstart;
    logic cache_rdone;
    enum logic [2:0] {WR_WAIT_ADDR, WR_WRITE_ADDR, WR_WRITE_DATA} axi_wr_state, axi_wr_next_state;
    enum logic [2:0] {RD_WAIT_ADDR, RD_READ_ADDR, RD_READ_DATA}   axi_rd_state, axi_rd_next_state;
    always_ff @(posedge axi_aclk or negedge axi_aresetn) begin
        if (~axi_aresetn) begin
            axi_wr_state <= WR_WAIT_ADDR;
            axi_rd_state <= RD_WAIT_ADDR;
        end else begin
            axi_wr_state <= axi_wr_next_state;
            axi_rd_state <= axi_rd_next_state;
        end
    end
    always_ff @(posedge axi_aclk or negedge axi_aresetn) begin
        if (~axi_aresetn) begin
            cache_waddr <= 12'b0;
            cache_wdata <= 32'b0;
            cache_strb <= 4'b0;
            cache_wstart <= 1'b0;
        end else begin
            case (axi_wr_state)
                WR_WAIT_ADDR: cache_wstart <= 1'b0;
                WR_WRITE_ADDR: cache_waddr <= axi_awaddr;
                WR_WRITE_DATA: begin
                    if(axi_wr_next_state == WR_WAIT_ADDR) begin
                        cache_wdata <= axi_wdata;
                        cache_strb <= axi_wstrb;
                        cache_wstart <= 1'b1;
                    end
                end
            endcase
        end
    end
    always_comb begin
        axi_wr_next_state = axi_wr_state;
        case(axi_wr_state)
            WR_WAIT_ADDR:
                if(axi_awvalid)begin
                    axi_wr_next_state = WR_WRITE_ADDR;
                end
            WR_WRITE_ADDR:
                if(axi_awvalid && axi_awready)begin
                    axi_wr_next_state = WR_WRITE_DATA;
                end
            WR_WRITE_DATA:
                if(axi_wvalid && axi_wready)begin
                    axi_wr_next_state = WR_WAIT_ADDR;
                end
            default:
                axi_wr_next_state = WR_WAIT_ADDR;
        endcase
    end
    always_comb begin
        axi_awready = 1'b0;
        axi_wready = 1'b0;
        case(axi_wr_state)
            WR_WRITE_ADDR:begin
                axi_awready = 1'b1;
            end
            WR_WRITE_DATA:begin
                axi_wready = 1'b1;
            end
        endcase
    end
    always_ff @(posedge axi_aclk  or negedge axi_aresetn) begin
        if (~axi_aresetn) begin
            cache_raddr <= 12'b0;
            cache_rstart <= 1'b0;
        end else begin
            case (axi_rd_state)
                RD_READ_ADDR: begin
                    cache_raddr <= axi_araddr;
                    cache_rstart <= 1'b1;
                end
                RD_READ_DATA: begin
                    cache_rstart <= 1'b0;
                end
            endcase
        end
    end
    always_comb begin
        axi_rd_next_state = axi_rd_state;
        case(axi_rd_state)
            RD_WAIT_ADDR:
                if(axi_arvalid)begin
                    axi_rd_next_state = RD_READ_ADDR;
                end
            RD_READ_ADDR:
                if(axi_arvalid && axi_arready)begin
                    axi_rd_next_state = RD_READ_DATA;
                end
            RD_READ_DATA:
                if(axi_rvalid && axi_rready)begin
                    axi_rd_next_state = RD_WAIT_ADDR;
                end
            default:
                axi_rd_next_state = RD_WAIT_ADDR;
        endcase
    end
    always_comb begin
        axi_arready = 1'b0;
        axi_rvalid = 1'b0;
        axi_rdata = 32'b0;
        case(axi_rd_state)
            RD_READ_ADDR:begin
                axi_arready = 1'b1;
            end
            RD_READ_DATA:begin
                if(cache_rdone == 1'b1) begin
                    axi_rvalid = 1'b1;
                    axi_rdata = cache_rdata;
                end
            end
        endcase
    end
    always_ff@(posedge axi_aclk or negedge axi_aresetn)begin
        if(~axi_aresetn)begin
            cache_rdone <= 1'b0;
            cache_rdata <= 32'b0;
        end
        else begin
            if(bk_rdone == 1'b1) begin
                cache_rdone <= bk_rdone;
                cache_rdata <= bk_rdata;
            end
            if((axi_rd_state == RD_READ_DATA) && (axi_rd_next_state == RD_WAIT_ADDR)) begin
                cache_rdone <= 0;
            end 
        end
    end
    always_comb begin
        bk_waddr = 12'b0;
        bk_wdata = 32'b0;
        bk_wstrb = 4'b0;
        bk_wstart = 1'b0;
        bk_rstart = 1'b0;
        bk_raddr = 12'b0;
        if(cache_wstart == 1'b1) begin
            bk_waddr = cache_waddr;
            bk_wdata = cache_wdata;
            bk_wstrb = cache_strb;
            bk_wstart = 1;
        end
        if(cache_rstart == 1'b1) begin
            bk_raddr = cache_raddr;
            bk_rstart = 1;
        end
    end
endmodule
```
==> job_summary.md <==
## Synthesis and layout report

| Metric | Value |
|---|---|
| Run status | `finished, final reports clean` |
| Avg Cell Area, Syn | `between 10 and 15 um2` |
| Startpoint types | `register` |
| Slew HR | `around 43%` |
| Die height | `95.7 um` |
| Final setup viols | `0` |
| Dominant logic cell type in the layout | `clkdlybuf4s50_1` |
| Core Box Area | `0.00834 mm2` |
| Clock network fraction of total power | `18.3%` |
| Initial antenna violation count | `0` |
| Psw | `between 0.5 and 0.6 mW` |
| Gpl congestion | `between 0.7 and 0.8` |
| Setup_tns | `0 ns` |
| Crit path kind | `reg2out` |
| Max frequency | `between 0.3 and 0.4 GHz` |
| OpenROAD warning count | `26` |
| Io pins | `197` |
| Pin count of the biggest net entering global routing | `59` |
| Min-delay worst type | `reg2reg` |
| Root buffer cell | `clkbuf_8` |
| CTS tree | `done` |
| CP Max Fanout | `35` |
| Post-DP HPWL | `6.76 mm` |
| Slew Viols, Final | `0` |
| Clock-pin slew on the worst setup and hold paths | `0.09 ns` |
| Max-cap viol count | `0` |
| Port-buffer cells | `196` |
| Pwr Total | `around 2.4 mW` |
| Flops out of synthesis | `101` |
| H-tree depth | `3` |
| Combinational Power Share | `32.5%` |
| Period minus WS final | `3.01 ns` |
| Power per cell area | `368 mW/mm2` |
| Setup Skew | `0.0101 ns` |
| CP Data Arrival Time | `2.03 ns` |
| Chip area in the Yosys report | `0.00439 mm2` |
| Mean routed wirelength per cell | `15.4 um` |
| Total GRT Usage | `22.4%` |
| Global route overflow | `0` |
| Yosys cell count | `328` |
| Worst slew pin tran | `between 0.8 and 0.9 ns` |
| DR DRC count | `0` |
| Final ANT Viol Nets | `0` |
| Reg power frac | `49.2%` |
| RSZ-0062 raised after global routing | `no` |
| Post-Syn Area | `0.00439 mm2` |
| Num Clock Sinks | `101` |
| Std-Cell Rows | `33` |
| Final Hold Viols | `0` |
| LEAKAGE | `2.84 nW` |
| Period utilisation layout | `61.4%` |
| Vias per std cell | `5.04` |
| Hold_buf cts | `0` |
| ANT cells | `0` |
| WP data required | `between 3 and 4 ns` |
| P_int | `about 1.8 mW` |
| Worst IR Drop VDD | `between 0.2 and 0.3 mV` |
| Final core utilization | `78.6%` |
| Seq share, synth | `57.7%` |
| Sw Share | `between 20% and 30%` |
| Mapped Cells | `328` |
| DR pass1 iterations | `3` |
| Fp util | `52.6%` |
| Post-cts sizing count | `0` |
| Vias in the first global route | `3039` |
| Die Wd | `95.7 um` |
| Iter 0 DRT Violations | `just under 80` |
| Post-CTS Setup Inserts | `0` |
| Most frequent cells in the layout | `clkdlybuf4s50_1 (195), dfrtp_1 (99), mux2_2 (92)` |
| Drt total wl | `9.61 mm` |
| CP endpoint kind | `primary output` |
| Global-route wire length before repair | `15.0 mm` |
| Synth cell types | `17` |
| Via count | `3149` |
| Clock latency (worst-skew pair) | `0.35 ns` |
| CTS buffer count | `9` |
| Die Area | `slightly above 0.009 mm2` |
| Area delta synth->final | `49.5%` |
| Synth warn | `1` |
| CTS Buffer Depth | `2` |
| Share of layout cells above drive strength 1 | `between 20% and 30%` |
-- cell families (layout without fill, tap and decap cells) --
family | Yosys count | after routing | synth area share [%]
AOI/OAI and AO/OA | 7 | 7 | 1.43
buffers and inverters | 27 | 219 | 2.94
and+or+nand+nor | 99 | 99 | 13.8
DFF | 101 | 101 | 57.7
muxes | 94 | 94 | 24.1
-- sequential cells by signal, indices dropped and copies added (netlist names) --
name,flops
axi_rd_state,3
axi_wr_state,3
cache_raddr,12
cache_rdata,32
cache_rdone,1
cache_rstart,1
cache_strb,4
cache_waddr,12
cache_wdata,32
cache_wstart,1
-- stage by stage --
| stage | hold WS (ns) | setup slack (ns) | instances | area, um2 |
|---|---|---|---|---|
| 2_1_floorplan | 0.450 | 2.74 | 328 | 4390 |
| 4_1_cts | 0.497 | 1.82 | 625 | 6560 |
| 6_report | 0.490 | 1.89 | 625 | 6560 |
| 3_5_place_dp | 0.474 | 2.16 | 611 | 6400 |
| 5_1_grt | 0.516 | 1.69 | 625 | 6560 |
| 3_3_place_gp | 0.460 | 2.19 | 611 | 6400 |
-- path summary, 6_finish.rpt --
| check | startpoint | endpoint | slack (ns) | cells after the start |
|---|---|---|---|---|
| setup / recovery | cache_rdone | axi_rdata[9] | 1.89 | 2 |
| hold / removal | cache_wdata[5] | cache_wdata[5] | 0.49 | 1 |
| setup reg to reg | axi_wr_state[2] | cache_wdata[20] | 3.06 | 3 |
| hold reg to reg | cache_wdata[5] | cache_wdata[5] | 0.49 | 1 |
| max in group asynchronous | axi_aresetn | cache_wdata[28] | 3.17 | 2 |
| min in group asynchronous | axi_aresetn | cache_wdata[4] | 0.60 | 1 |
-- cell usage after synthesis --
master,count,share of area (%)
a211oi_4,1,0.46
a22o_1,2,0.40
and2_1,61,8.7
and3_1,32,4.6
buf_2,4,0.46
buf_6,3,0.77
clkbuf_1,16,1.4
dfrtp_1,99,56
dfstp_2,2,1.2
inv_1,4,0.34
mux2_1,2,0.51
mux2_2,92,24
nand2_1,3,0.26
nand2b_1,1,0.14
nor2_1,2,0.17
o21ai_0,3,0.34
o32a_1,1,0.23
-- metal layers --
metal / part of all wire [%] / wire, um / vias up / track usage (%)
li1: - / - / 1486 / -
met1: 41 / 3980 / 1537 / 35.2
met2: 46 / 4410 / 117 / 32.4
met3: 12 / 1120 / 9 / 9.33
met4: 1.1 / 103 / 0 / 1.99
met5: 0 / 0 / - / 0
-- final cells by class --
type / instances / area (um2)
timing repair buffer: 201 / 2000
sequential: 101 / 2530
tap: 105 / 131
inverter: 4 / 15.0
fill: 522 / 1780
clock inverter: 4 / 27.5
clock buffer: 10 / 128
multi-input combinational: 200 / 1730
-- worst max-delay path: stages, from the launching register on --
cell             delay, ns
dfrtp_1               0.90
and3_1                0.27
clkdlybuf4s50_1       0.50
-- power groups by stage --
stage / Sequential [mW] / Combinational (mW) / Clock, mW
4_1_cts: 1.19 / 0.798 / 0.465
5_1_grt: 1.22 / 0.857 / 0.496
6_report: 1.19 / 0.784 / 0.442
Power figures rest on the tool's default switching activity, not on a simulated workload.
