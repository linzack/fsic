$ cat flow/design.v
module axilite_master(
    input bk_wstart,
    input [11:0] bk_waddr,
    input [31:0] bk_wdata,
    input [3:0]  bk_wstrb,
    output logic bk_wdone,
    input bk_rstart,
    input [11:0] bk_raddr,
    output logic [31:0] bk_rdata,
    output logic bk_rdone,
    input axi_aclk,
    input axi_aresetn,
    output logic axi_awvalid,
    output logic [11:0] axi_awaddr,
    output logic axi_wvalid,
    output logic [31:0] axi_wdata,
    output logic [3:0] axi_wstrb,
    output logic axi_arvalid,
    output logic [11:0] axi_araddr,
    output logic axi_rready,
    input [31:0] axi_rdata,
    input axi_awready,
    input axi_wready,
    input axi_arready,
    input axi_rvalid
);
    logic wr_addr_go, rd_addr_go;
    logic [11:0] cache_waddr, cache_raddr;
    logic [31:0] cache_wdata;
    logic [3:0]  cache_strb;
    logic cache_wstart, cache_rstart;
    enum logic [2:0] {WR_WAIT_ADDR, WR_WRITE_ADDR, WR_WRITE_DATA} axi_wr_state, axi_wr_next_state;
    enum logic [2:0] {RD_WAIT_ADDR, RD_READ_ADDR, RD_DRIVE_RDY, RD_READ_DATA}   axi_rd_state, axi_rd_next_state;
    always_ff@(posedge axi_aclk or negedge axi_aresetn)begin
        if(~axi_aresetn)begin
            axi_wr_state <= WR_WAIT_ADDR;
            axi_rd_state <= RD_WAIT_ADDR;
        end
        else begin
            axi_wr_state <= axi_wr_next_state;
            axi_rd_state <= axi_rd_next_state;
        end
    end
    always_comb begin
        axi_wr_next_state = axi_wr_state;
        case(axi_wr_state)
            WR_WAIT_ADDR:
                if(wr_addr_go)begin
                    axi_wr_next_state = WR_WRITE_ADDR;
                end
            WR_WRITE_ADDR:
                if(axi_awvalid && axi_awready)begin
                    axi_wr_next_state = WR_WRITE_DATA;
                end
            WR_WRITE_DATA:
                if(axi_wvalid && axi_wready)begin
                    axi_wr_next_state = WR_WAIT_ADDR;
                end
            default:
                axi_wr_next_state = WR_WAIT_ADDR;
        endcase
    end
    always_comb begin
        axi_awvalid = 1'b0;
        axi_awaddr = 12'b0;
        axi_wvalid = 1'b0;
        axi_wdata = 32'b0;
        axi_wstrb = 4'b0;
        case(axi_wr_state)
            WR_WRITE_ADDR:begin
                axi_awvalid = 1'b1;
                axi_awaddr = cache_waddr;
            end
            WR_WRITE_DATA:begin
                axi_wvalid = 1'b1;
                axi_wdata = cache_wdata;
                axi_wstrb = cache_strb;
            end
        endcase
    end
    always_comb begin
        axi_rd_next_state = axi_rd_state;
        case(axi_rd_state)
            RD_WAIT_ADDR:
                if(rd_addr_go)begin
                    axi_rd_next_state = RD_READ_ADDR;
                end
            RD_READ_ADDR:
                if(axi_arvalid && axi_arready)begin
                    axi_rd_next_state = RD_DRIVE_RDY;
                end
            RD_DRIVE_RDY:
                if(axi_rvalid && axi_rready)begin
                    axi_rd_next_state = RD_READ_DATA;
                end
            RD_READ_DATA: axi_rd_next_state = RD_WAIT_ADDR;
            default:
                axi_rd_next_state = RD_WAIT_ADDR;
        endcase
    end
    always_comb begin
        axi_arvalid = 1'b0;
        axi_araddr = 12'b0;
        axi_rready = 1'b0;
        case(axi_rd_state)
            RD_READ_ADDR:begin
                axi_arvalid = 1'b1;
                axi_araddr = cache_raddr;
            end
            RD_DRIVE_RDY:begin
                axi_rready = 1'b1;
            end
            RD_READ_DATA:begin
                axi_rready = 1'b0;
            end
        endcase
    end
    always_ff@(posedge axi_aclk or negedge axi_aresetn)begin
        if(~axi_aresetn)begin
            bk_rdata <= 32'h0;
        end
        else if(axi_rd_next_state == RD_READ_DATA)begin
            bk_rdata <= axi_rdata;
        end
    end
    always_ff@(posedge axi_aclk or negedge axi_aresetn)begin
        if(~axi_aresetn)begin
            cache_waddr <= 12'h0;
            cache_wdata <= 32'h0;
            cache_strb <= 4'h0;
            cache_wstart <= 1'b0;
            cache_raddr <= 12'h0;
            cache_rstart <= 1'b0;
        end
        else begin
            if(bk_wstart == 1'b1)begin
                cache_waddr <= bk_waddr;
                cache_wdata <= bk_wdata;
                cache_strb <= bk_wstrb;
                cache_wstart <= 1'b1;
            end
            if((axi_wr_state == WR_WRITE_DATA) && (axi_wr_next_state == WR_WAIT_ADDR))begin
                cache_wstart <= 1'b0;
            end
            if(bk_rstart == 1'b1)begin
                cache_raddr <= bk_raddr;
                cache_rstart <= 1'b1;
            end
            if(axi_rd_next_state == RD_READ_DATA)begin
                cache_rstart <= 1'b0;
            end
        end
    end
    always_comb begin
        wr_addr_go = 1'b0;
        bk_wdone = 1'b0;
        rd_addr_go = 1'b0;
        bk_rdone = 1'b0;
        if((cache_wstart == 1'b1) && (axi_wr_state == WR_WAIT_ADDR))begin
            wr_addr_go = 1'b1;
        end
        if((axi_wr_state == WR_WRITE_DATA) && (axi_wr_next_state == WR_WAIT_ADDR))begin
            bk_wdone = 1'b1;
        end
        if((cache_rstart == 1'b1) && (axi_rd_state == RD_WAIT_ADDR))begin
            rd_addr_go = 1'b1;
        end
        if((axi_rd_state == RD_READ_DATA) && (axi_rd_next_state == RD_WAIT_ADDR))begin
            bk_rdone = 1'b1;
        end
    end
endmodule
$ cat flow/run.sh
#!/bin/bash
# OpenROAD 26Q1-2900-gdf79404cd8, Yosys 0.63+post, stock flow scripts
make -C /OpenROAD-flow-scripts/flow DESIGN_CONFIG=/design/flow/config.mk WORK_HOME=/design/flow/orfs finish
$ cat flow/config.mk
export PLATFORM = sky130hd
export DESIGN_NAME = axilite_master
export DESIGN_NICKNAME = axilite_master
export VERILOG_FILES = /design/flow/design.v
export SDC_FILE = /design/flow/constraint.sdc
export NUM_CORES = 4
export LEC_CHECK = 1
export CORE_UTILIZATION = 30
$ cat flow/constraint.sdc
current_design axilite_master

set clk_period 3.7
set clk_io_pct 0.2

create_clock -name clk0 -period $clk_period [get_ports {axi_aclk}]

set non_clock_inputs [all_inputs -no_clocks]
set_input_delay [expr $clk_period * $clk_io_pct] -clock clk0 $non_clock_inputs
set_output_delay [expr $clk_period * $clk_io_pct] -clock clk0 [all_outputs]
==> impl_metrics.py <==
# Auto-generated metrics
metrics = {
    "outcome": {
        "status": "finished, final reports clean",
    },
    "timing": {
        "fin_skew_ns": 0.00578,
        "maxSlewViolCount": 0,
        "min_period_ns": 2.80,
        "hold_viol": 0,
        "final.period_utilization_pct": 75.7,
        "worstMarginPinSlew_ns": 0.658,
        "rsz0062_at_grt": "false",
        "fmax_mhz": 357,
        "tns_ns": 0,
        "setup_viol": 0,
        "slew-limit-headroom_pct": 56.1,
    },
    "drt": {
        "ant_nets": 0,
        "wl_mm": 9.63,
        "drtIter0Drc": 72,
        "via_per_inst": 4.30,
        "n_antenna_cell": 0,
        "dr_total_vias": 2918,
        "dr.pass1.iters": 3,
        "avgRoutedWirePerCell_um": 14.2,
        "drc_errors": 0,
    },
    "clock_network": {
        "cts_tree": "built",
        "clock_path_buffers": 2,
        "cts_hold_buffers": 0,
        "clk_latency_ns": 0.34,
        "path_clk_slew_ns": 0.07,
        "post-cts-setup-buffers": 0,
        "h-tree-depth": 3,
        "clock-root-buffer": "clkbuf_16",
        "cts_buffers": 9,
        "cts_resized": 0,
        "clkSinkCount": 101,
    },
    "floorplanning": {
        "core_util_floorplan_pct": 30.8,
        "row_count": 43,
        "die.size.y_um": 122,
        "core_area_mm2": 0.0139,
        "die_x_um": 122,
        "ios": 198,
        "dieArea_mm2": 0.0148,
    },
    "yosys": {
        "ys_cells": 295,
        "synth_flops": 101,
        "syn_inst": 295,
        "ys_seq_share_pct": 59.0,
        "ys.warnings.count": 1,
        "synth_area_mm2": 0.00429,
        "avgSynthCellArea_um2": 14.5,
        "ys_chip_area_mm2": 0.00429,
        "ys_types": 20,
    },
    "setup_path": {
        "critical_path_class": "input port to primary output",
        "slowest_stage": "clkdlybuf4s50_1",
        "worst_setup_path_end_kind": "primary output",
        "slowest_delay_ns": 0.51,
        "path_common_cell": "clkdlybuf4s50_1",
        "path_max_fanout": 2,
        "cp-start-kind": "input port",
        "cp_num_buf_inv": 2,
        "crit_family": "buffers and inverters",
        "worstPathArrival_ns": 2.06,
        "worstPathCellList": "clkdlybuf4s50_1 -> nand2_1 -> nor3b_1 -> clkdlybuf4s50_1",
        "required_ns": 2.96,
    },
    "global_route": {
        "antenna_found_initial": 0,
        "grt_usage_pct": 13.8,
        "grt_start_max_net_pins": 50,
        "grt_pass1_wl_mm": 15.4,
        "grt_pass1_vias": 3028,
        "gr-total-overflow": 0,
    },
    "layout": {
        "seq_area_mm2": 0.00253,
        "areaGrowthSynthToFinish_pct": 57.1,
        "drive_above_1_share_pct": 24.3,
        "fill_cells": 1250,
        "logic_area_mm2": 0.00165,
    },
    "placement": {
        "dp_hpwl_mm": 6.79,
        "globalplace.congestion": 0.777,
        "port_buffers": 197,
    },
    "power_and_ir_drop": {
        "p_leak_nw": 2.79,
        "p_sw_mw": 0.957,
        "p_total_mw": 4.07,
        "p_seq_share_pct": 39.1,
        "max-vdd-ir-drop_mv": 0.402,
        "pwr-share-comb_pct": 37.0,
        "clkPwrFrac_pct": 23.8,
        "p_int_mw": 3.11,
        "swShare_pct": 23.5,
        "power_density_mw_per_mm2": 604,
    },
    "min_path": {
        "hp-class": "input port to asynchronous set/reset pin",
    },
    "flow_run": {
        "max_cap_violations": 0,
        "openroad.warnings": 25,
    },
}
per-layer routing:
metal	up-vias	global-route usage, %	share of wire [%]
met5	-	0	0
met4	0	1.62	1.2
met3	10	5.82	10
met2	123	20.9	45
met1	1395	19.7	44
li1	1390	-	-
registers in the layout, summed over array words and instances, names as in the netlist, 3 cells and up:
register      count
axi_wr_state      3
cache_strb        4
axi_rd_state      4
cache_waddr      12
cache_wdata      32
cache_raddr      12
bk_rdata         32
path summary, 6_finish.rpt:
path / startpoint / depth (start not counted) / slack [ns] / endpoint
max: axi_wready / 4 / 0.90 / bk_wdone
min: axi_aresetn / 1 / 0.39 / cache_raddr[1]
max reg2reg: axi_rd_state[2] / 4 / 1.73 / bk_rdata[31]
min reg2reg: axi_rd_state[3] / 1 / 0.46 / axi_rd_state[0]
max in group asynchronous: axi_aresetn / 2 / 2.39 / axi_rd_state[0]
min in group clk0: axi_rd_state[3] / 1 / 0.46 / axi_rd_state[0]
cell families after synthesis:
group	Yosys count	share of synthesized area, %
AOI/OAI and AO/OA	8	1.49
buffers and inverters	21	2.54
DFF	101	59.0
muxes	92	26.7
and+or+nand+nor	73	10.3
per-stage QoR:
stage | setup WS [ns] | instance area, um2 | utilization [%] | cells | hold WS [ns]
6_report | 0.900 | 6740 | 48.4 | 678 | 0.393
5_1_grt | 0.814 | 6740 | 48.4 | 678 | 0.431
4_1_cts | 0.879 | 6740 | 48.4 | 678 | 0.413
3_5_place_dp | 0.879 | 6430 | 46.2 | 662 | 0.445
3_3_place_gp | 0.911 | 6430 | 46.2 | 662 | 0.435
2_1_floorplan | 1.98 | 4290 | - | 295 | 0.414
final cells by class:
cell class | instances | share of cell area [%]
repair buffers | 202 | 29.7
well taps | 180 | 3.34
inverters | 6 | 0.334
clock inverters | 5 | 0.854
flip-flops and latches | 101 | 37.5
multi-input cells | 173 | 24.5
clock buffers | 11 | 3.75
power groups by stage:
stage     Combinational (mW)  Clock [mW]  Sequential, mW
5_1_grt                 1.65        1.06            1.64
4_1_cts                 1.54        1.01            1.59
6_report                1.51       0.971            1.59
cell usage after synthesis:
master,instances,area share (%)
mux2_2,63,17
and2_2,2,0.35
buf_6,3,0.79
and4_1,1,0.20
inv_1,6,0.52
o21ai_0,5,0.58
a21oi_1,1,0.12
nand2_1,4,0.35
nand3b_1,1,0.17
nor2_1,4,0.35
mux2_4,29,10
dfrtp_1,99,58
a21o_1,1,0.17
buf_2,6,0.70
o221ai_4,1,0.61
clkbuf_1,6,0.52
dfstp_2,2,1.2
nor3b_1,1,0.17
and2_1,59,8.6
nand2_2,1,0.15
placed cells by master, fill, tap and decap left out:
cell type | synthesis | layout
clkdlybuf4s50_1 | 0 | 195
dfrtp_1 | 99 | 99
mux2_2 | 63 | 63
and2_1 | 59 | 59
mux2_4 | 29 | 29
clkbuf_16 | 0 | 9
inv_1 | 6 | 6
buf_4 | 0 | 6
o21ai_0 | 5 | 5
nand2_1 | 4 | 4
nor2_1 | 4 | 4
and2_2 | 2 | 2
dfstp_2 | 2 | 2
clkbuf_8 | 0 | 2
clkinv_2 | 0 | 2
a21o_1 | 1 | 1
nand2_2 | 1 | 1
nor3b_1 | 1 | 1
and4_1 | 1 | 1
a21oi_1 | 1 | 1
nand3b_1 | 1 | 1
o221ai_4 | 1 | 1
bufinv_16 | 0 | 1
clkinv_4 | 0 | 1
inv_6 | 0 | 1
buf_2 | 6 | 1
Power is estimated from default activity; no workload was simulated.
