==> design/flow/run.sh <==
#!/bin/bash
# OpenROAD 26Q1-2900-gdf79404cd8, Yosys 0.63+post, stock flow scripts
make -C /OpenROAD-flow-scripts/flow DESIGN_CONFIG=/design/flow/config.mk WORK_HOME=/design/flow/orfs finish
==> design/flow/config.mk <==
export PLATFORM = sky130hd
export DESIGN_NAME = axis_master
export DESIGN_NICKNAME = axis_master
export VERILOG_FILES = /design/flow/design.v
export SDC_FILE = /design/flow/constraint.sdc
export NUM_CORES = 4
export LEC_CHECK = 1
export CORE_UTILIZATION = 40
==> design/flow/constraint.sdc <==
current_design axis_master

set clk_period 11.1
set clk_io_pct 0.2

create_clock -name clk0 -period $clk_period [get_ports {axi_aclk}]

set non_clock_inputs [all_inputs -no_clocks]
set_input_delay [expr $clk_period * $clk_io_pct] -clock clk0 $non_clock_inputs
set_output_delay [expr $clk_period * $clk_io_pct] -clock clk0 [all_outputs]
==> design/flow/design.v <==
module axis_fifo#(WIDTH=8, DEPTH=8)(
    input clk,
    input rst_n,
    input wr_vld,
    input rd_rdy,
    input clear,
    input [WIDTH - 1:0] data_in,
    output logic [WIDTH - 1:0] data_out,
    output logic wr_rdy,
    output logic rd_vld
);
    logic [WIDTH - 1:0] fifo [DEPTH - 1:0];
    logic [7:0] wr_pointer, rd_pointer;
    logic [7:0] wr_count, rd_count;
    logic empty, full, sync_rd_vld;
    always_ff@(posedge clk or negedge rst_n)begin
        if(~rst_n)begin
            wr_pointer <= 8'h0;
            rd_pointer <= 8'h0;
            wr_count <= 8'h0;
            rd_count <= 8'h0;
        end
        else begin
            if(clear)begin
                wr_pointer <= 8'h0;
                rd_pointer <= 8'h0;
                wr_count <= 8'h0;
                rd_count <= 8'h0;
            end
            if(rd_rdy && rd_vld && wr_rdy && wr_vld)begin  
                rd_pointer <= (rd_pointer == (DEPTH - 1)) ? 8'h0 : rd_pointer + 1;
                wr_pointer <= (wr_pointer == (DEPTH - 1)) ? 8'h0 : wr_pointer + 1;
                fifo[wr_pointer] <= data_in;
                wr_count <= wr_count + 1;
                rd_count <= rd_count + 1;
            end
            else if(rd_rdy && rd_vld)begin  
                rd_pointer <= (rd_pointer == (DEPTH - 1)) ? 8'h0 : rd_pointer + 1;
                rd_count <= rd_count + 1;
            end
            else if(wr_rdy && wr_vld)begin  
                wr_pointer <= (wr_pointer == (DEPTH - 1)) ? 8'h0 : wr_pointer + 1;
                wr_count <= wr_count + 1;
                fifo[wr_pointer] <= data_in;
            end
        end
    end
    always_comb begin  
        data_out = '0;  
        if(empty == 0)begin
            data_out = fifo[rd_pointer];
        end
    end
    always_ff@(posedge clk or negedge rst_n)
        if(~rst_n)  sync_rd_vld <= 1'b0;
        else        sync_rd_vld <= rd_vld;
    always_comb begin
        wr_rdy = 1'b0;
        rd_vld = 1'b0;
        if((wr_count - rd_count) > 8'h1)  
            rd_vld = 1'b1;
        else if(wr_count == 8'h1 && rd_count == 8'h0 && ~sync_rd_vld)  
            rd_vld = 1'b1;
        else
            rd_vld = 1'b0;
        if(full == 0)  
            wr_rdy = 1'b1;
        else
            wr_rdy = 1'b0;
    end
    always_comb begin
        empty = ((wr_count - rd_count) == 8'h0);
        full = ((wr_count - rd_count) == DEPTH);
    end
endmodule
module axis_master(
    input logic bk_start,
    input logic [31:0] bk_data,
    input logic [3:0] bk_tstrb,
    input logic [3:0] bk_tkeep,
    input logic [1:0] bk_tid,
    input logic [1:0] bk_user,
    output logic bk_nordy,
    output logic bk_done,
    input axi_aclk,
    input axi_aresetn,
    output logic axis_tvalid,
    output logic [31:0] axis_tdata,
    output logic [3:0] axis_tstrb,
    output logic [3:0] axis_tkeep,
    output logic axis_tlast,
    output logic [1:0] axis_tid,
    output logic [1:0] axis_tuser,
    input axis_tready
);
    logic enough_data, next_data;
    logic [7:0] no_rdy_count;
    logic [31:0] fifo_out_tdata;
    logic [3:0] fifo_out_tstrb, fifo_out_tkeep;
    logic [1:0] fifo_out_tid, fifo_out_user;
    parameter AXIS_FIFO_DEPTH = 8'd8, AXIS_FIFO_WIDTH = 8'd44, AXIS_RDY_TIMEOUT = 8'd5;
    logic fifo_wr_vld, fifo_wr_rdy, fifo_rd_vld, fifo_rd_rdy, fifo_clear;
    logic [43:0] fifo_data_in, fifo_data_out;
    enum logic [2:0] {AXIS_WAIT_DATA, AXIS_SEND_DATA} axis_state, axis_next_state;
    always_ff@(posedge axi_aclk or negedge axi_aresetn)begin
        if(~axi_aresetn)begin
            axis_state <= AXIS_WAIT_DATA;
        end
        else begin
            axis_state <= axis_next_state;
        end
    end
    assign enough_data = fifo_rd_vld;
    always_comb begin
        axis_next_state = axis_state;
        case(axis_state)
            AXIS_WAIT_DATA:
                if(enough_data)begin
                    axis_next_state = AXIS_SEND_DATA;
                end
            AXIS_SEND_DATA:
                if(enough_data)begin
                    axis_next_state = AXIS_SEND_DATA;
                end
                else begin
                    axis_next_state = AXIS_WAIT_DATA;
                end
            default:
                axis_next_state = AXIS_WAIT_DATA;
        endcase
    end
    always_comb begin
        axis_tvalid = 1'b0;
        axis_tdata = 32'h0;
        axis_tstrb = 4'h0;
        axis_tkeep = 4'h0;
        axis_tid = 2'h0;
        axis_tuser = 2'h0;
        next_data = 1'b0;
        case(axis_state)
            AXIS_SEND_DATA:begin
                axis_tvalid = 1'b1;
                axis_tdata = fifo_out_tdata;
                axis_tstrb = fifo_out_tstrb;
                axis_tkeep = fifo_out_tkeep;
                axis_tid = fifo_out_tid;
                axis_tuser = fifo_out_user;
                if(axis_tready)begin
                    next_data = 1'b1;
                end
                else begin
                    next_data = 1'b0;
                end
            end
        endcase
    end
    always_ff@(posedge axi_aclk or negedge axi_aresetn)begin
        if(~axi_aresetn)
            no_rdy_count <= 8'h0;
        else if(axis_state == AXIS_SEND_DATA)
            if(axis_tready)
                no_rdy_count <= 8'h0;
            else
                no_rdy_count <= no_rdy_count + 1'b1;
        else
            no_rdy_count <= 8'h0;
    end
    assign bk_nordy = (no_rdy_count >= AXIS_RDY_TIMEOUT) ? 1'b1 : 1'b0;
    axis_fifo #(.WIDTH(AXIS_FIFO_WIDTH), .DEPTH(AXIS_FIFO_DEPTH)) fifo(
        .clk(axi_aclk),
        .rst_n(axi_aresetn),
        .wr_vld(fifo_wr_vld),
        .rd_rdy(fifo_rd_rdy),
        .data_in(fifo_data_in),
        .data_out(fifo_data_out),
        .wr_rdy(fifo_wr_rdy),
        .rd_vld(fifo_rd_vld),
        .clear(fifo_clear));
    always_comb begin
        fifo_data_in = '0;
        fifo_wr_vld = 1'b0;
        if(bk_start)begin
            fifo_data_in = {bk_data, bk_tstrb, bk_tkeep, bk_tid, bk_user};
            fifo_wr_vld = 1'b1;
        end
    end
    always_comb begin
        {fifo_out_tdata, fifo_out_tstrb, fifo_out_tkeep, fifo_out_tid, fifo_out_user} = '0;
        fifo_rd_rdy = 1'b0;
        fifo_clear = 1'b0;
        if(axis_state == AXIS_SEND_DATA)begin
            {fifo_out_tdata, fifo_out_tstrb, fifo_out_tkeep, fifo_out_tid, fifo_out_user} = fifo_data_out;
        end
        if(next_data)begin  
            fifo_rd_rdy = 1'b1;
        end
        if(bk_done)begin  
            fifo_clear = 1'b1;
        end
    end
    assign bk_done = (axis_state == AXIS_SEND_DATA) & (axis_next_state == AXIS_WAIT_DATA);
    assign axis_tlast = bk_done;  
endmodule
==> flow_summary_export.csv <==
group,metric,value,unit
clocking,ctsResizeCount,0,
finish,drive_gt1_share,14.3,%
synth,synthFlopType,"edfxtp_1",
global_routing,grt_max_degree,65,
synth,ys_types,47,
status,status,"finished, final reports clean",
global_routing,grt_pass1_wl,55.3,mm
run,maxCapViolations,0,
final_timing,fin_crit_sh,60.6,%
final_timing,slew_headroom,48.8,%
place,hpwl,19.1,mm
routing,vias,9443,
finish,layout_top_cell,"edfxtp_1",
clocking,htree_levels,2,
setup_path,end_kind,"output port",
global_routing,grt-ovfl-total,0,
clocking,worstSkewPairLatency,0.54,ns
setup_path,arrival,4.51,ns
synth,yosysCellCount,1099,
synth,ys_ff,393,
run,warnings,37,
floorplanning,fp-row-count,73,
synth,edf_count,352,
clocking,tritoncts,"done",
synth,async_flop_share,10.4,%
setup_path,critPathKind,"flip-flop to output port",
place,globalplace.congestion,0.807,
final_timing,rsz0062_at_grt,"false",
routing,route.detailed.drc,0,
pwr,cellPowerDensity,252,mW/mm^2
global_routing,antenna_found_initial,0,
synth,ys_chip_area,0.0162,sq mm
clocking,clk_pin_slew,0.06,ns
clocking,root_buffer,"clkbuf_16",
floorplanning,die-area,0.0413,sq mm
synth,ys_sh_aoi,8.07,%
final_timing,post-route-min-period,6.73,ns
floorplanning,fp-utilization,40.7,%
routing,first_iter_violations,603,
final_timing,maxSlewViolCount,0,
synth,xor_share,0.487,%
synth,topCombFamilyByArea,"simple AND/OR/NAND/NOR gates",
synth,synth_cells,1099,
clocking,cts_max_path_buffers,3,
floorplanning,ios,96,
routing,via_per_inst,5.38,
final_timing,setup_viol,0,
final_timing,tightest_slew,0.768,ns
synth,simple_gate_share,10.5,%
routing,wl_per_cell,20.4,um
final_timing,fin_worst_skew,0.0185,ns
routing,antenna_cells,0,
global_routing,grt.total_usage,19.0,%
final_timing,finalSetupTns,0,ns
min_path,hp-class,"flip-flop to flip-flop",
place,portBuffers,95,
setup_path,critical_path.max_fanout,49,
clocking,cts_buffers,42,
synth,syn-cell-area,0.0162,sq mm
finish,fillCellCount,3452,
global_routing,grt_pass1_vias,9723,
pwr,p_leak,6.71,nW
synth,synth_warnings,3,
synth,ys_sh_mux,5.07,%
final_timing,finalHoldViolations,0,
final_timing,fmax,0.149,GHz
finish,instances_no_fill,1756,
floorplanning,die_h,203,um
floorplanning,core-area,0.0398,sq mm
finish,area.growth.synth_to_final,17.8,%
floorplanning,die_w,203,um
routing,ant_nets,0,
routing,wl,35.8,mm
setup_path,start_kind,"flip-flop",
synth,ys_seq_share,71.6,%
clocking,post_cts_buffers,0,
clocking,cts.sinks,393,
pwr,vdd_ir_drop_max,0.000154,V
place,dp_cells,1678,
setup_path,worstPathRequired,8.88,ns
synth,adder_share,2.13,%
finish,layout_top_cells,"edfxtp_1, clkdlybuf4s50_1, nand2_1",
clocking,hold_buffers,0,
synth,postSynthAreaPerCell,14.7,sq um
routing,drtPass1Iterations,6,
[power breakdown]
group          switching (W)  leakage (nW)  internal [W]
Sequential         0.0000934          3.77       0.00176
Clock               0.000550         0.656      0.000813
Combinational       0.000826          2.29      0.000764
[registers in the layout (all words and copies together) (netlist names)]
register          cells
fifo.wr_pointer       8
fifo.fifo           352
fifo.sync_rd_vld      1
fifo.rd_pointer       8
fifo.wr_count         8
fifo.rd_count         8
no_rdy_count          8
[worst max-delay path: stages (launching register included)]
cell and delay, ns:
dfrtp_2 0.80, buf_4 0.68, inv_1 0.46, ha_2 0.45, buf_4 0.35, a222oi_1 0.33
nand4_1 0.13, o21ai_0 0.22, nor2_1 0.07, clkdlybuf4s50_1 0.43
[through the flow]
step           setup WS (ns)  hold WS (ns)  cell area, sq um  power [W]  util (%)
6_report                4.37         0.499             19100    0.00480      47.9
5_1_grt                 4.05         0.550             19100    0.00509      47.9
2_1_floorplan           6.58         0.473             16200    0.00273         -
3_5_place_dp            4.88         0.499             17700    0.00349      44.5
4_1_cts                 4.31         0.507             19100    0.00487      47.9
3_3_place_gp            4.95         0.497             17700    0.00349      44.5
[cell type report]
class / instances / area [sq um] / area share [%]
Timing Repair Buffer: 117 / 1110 / 5.80
Sequential cell: 393 / 11600 / 60.8
Tap cell: 525 / 657 / 3.44
Multi-Input combinational cell: 618 / 4270 / 22.4
Clock buffer: 59 / 1140 / 5.96
Clock inverter: 19 / 215 / 1.13
Inverter: 25 / 93.8 / 0.492
[synthesized netlist by cell type, types with 12 or more instances]
| library cell | instances | area (sq um) |
|---|---|---|
| edfxtp_1 | 352 | 10600 |
| nand2_1 | 91 | 342 |
| mux2_2 | 72 | 811 |
| nor2_1 | 65 | 244 |
| o21ai_0 | 62 | 310 |
| and2_1 | 56 | 350 |
| clkbuf_1 | 51 | 191 |
| a222oi_1 | 44 | 440 |
| dfrtp_1 | 41 | 1030 |
| nand4_1 | 35 | 219 |
| and3_1 | 26 | 163 |
| ha_1 | 26 | 325 |
| inv_1 | 25 | 93.8 |
| a22oi_1 | 20 | 150 |
| a22o_1 | 16 | 140 |
| nand3_1 | 12 | 60.1 |
| nor2b_1 | 12 | 75.1 |
[routing by layer]
layer	track usage [%]	vias up	wire length [um]
met4	2.79	0	535
li1	-	4450	-
met3	7.93	34	3380
met5	0	-	0
met2	28.8	387	16900
met1	28.5	4572	15000
[logic make-up after synthesis]
family          Yosys count
buf+inv                  88
mux                      73
fa+ha+maj                27
xor+xnor                  9
compound gates          178
flops                   393
simple gates            331
[worst paths after layout]
check	from	cells past startpoint	to	slack, ns
min in group asynchronous	axi_aresetn	2	fifo.wr_count[6]	1.77
setup reg to reg	fifo.wr_count[0]	12	fifo.fifo[0][6]	7.11
hold reg to reg	no_rdy_count[0]	1	no_rdy_count[0]	0.50
hold / removal	no_rdy_count[0]	1	no_rdy_count[0]	0.50
setup / recovery	fifo.rd_pointer[2]	9	axis_tdata[6]	4.37
max in group asynchronous	axi_aresetn	2	fifo.rd_pointer[2]	8.89
Power figures rest on the tool's default switching activity, not on a simulated workload.
